==> design/flow/design.v <==
module ALU(
  input  [3:0] a,b,
  input  [2:0] sel,
  output reg [4:0] out);
  always @(*) begin
    case(sel)
      3'b000 : out =a;
      3'b001 : out =a+b;
      3'b010 : out =a-b;
      3'b011 : out =a/b;
      3'b100 : out =a%b;
      3'd5 : out =a<<b;
      3'b110 : out =a>>b;
      3'b111 : out =a > b;
    endcase
  end
endmodule
==> design/flow/run.sh <==
#!/bin/bash
# OpenROAD 26Q1-2900-gdf79404cd8, Yosys 0.63+post, stock flow scripts
make -C /OpenROAD-flow-scripts/flow DESIGN_CONFIG=/design/flow/config.mk WORK_HOME=/design/flow/orfs finish
==> design/flow/config.mk <==
export PLATFORM = sky130hd
export DESIGN_NAME = ALU
export DESIGN_NICKNAME = ALU
export VERILOG_FILES = /design/flow/design.v
export SDC_FILE = /design/flow/constraint.sdc
export NUM_CORES = 4
export LEC_CHECK = 1
export CORE_AREA = 10 10 79 79
export DIE_AREA = 0 0 89 89
==> design/flow/constraint.sdc <==
current_design ALU

set clk_period 9.5
set clk_io_pct 0.2

create_clock -name clk0 -period $clk_period

set non_clock_inputs [all_inputs -no_clocks]
set_input_delay [expr $clk_period * $clk_io_pct] -clock clk0 $non_clock_inputs
set_output_delay [expr $clk_period * $clk_io_pct] -clock clk0 [all_outputs]
==> run summary <==
Here are the numbers from the latest Yosys + OpenROAD run.

The flow ran to the end, and the final reports show no timing, DRC or antenna violations. The number of top-level pins is 16. The total vias in the final route is 1537.

The count of hold buffers inserted by post-cts repair is 0. The register area came out at 0 µm². The maximum vdd ir drop is 0.0000429 V. The number of non-filler instances in the completed layout is ~270. In the post-synthesis netlist, the biggest area contributors are sky130_fd_sc_hd__ha_1 (20%), sky130_fd_sc_hd__a21oi_1 (4.8%), sky130_fd_sc_hd__o21ai_0 (4.8%). In this design, the largest share of critical-path delay is due to buffers and inverters. The internal power summed over all cells is 0.0686 mW. The worst hold path stage count came out at 5. The number of gates on the worst path with buffers counted is 23. Power spread over the standard cell area amounts to 76.2 nW/µm². The library cell used most frequently in the layout, excluding fill and tap cells, is sky130_fd_sc_hd__ha_1. The detailed-route wire length is 4210 µm. The OpenROAD warning count is 38.

The clock power share is 0. The final estimated routing congestion in global placement is 0.926. Headroom to the max-slew limit came out at 0.505. The share of the synthesized area in the top cell type came out at 0.202. In this run the remaining antenna-violating nets after routing total 0. The netlist area before placement is 1360 µm². Post-route period utilization is reported as 0.968. The diode insertion count for antenna repair came out at 0. The total die area is just under 8000 µm². The synthesis area per yosys came out at roughly 1400 µm². The total placed cells including tap cells is around 270. The number of sequential cells reported for the layout is 0. The power report attributes to the sequential group a share of 0.

The run reported a max-capacitance violation count of 0. The die is 89 µm tall. The leakage power is 0.752 nW.

The instance tally after logic synthesis is roughly 190. The final-report max-slew violation count is 0. The count of unresolved DRC violations after routing is 0.

The number of buffers inserted by port buffering is 16. The layout summary lists the proportion of cells stronger than drive strength 1 as 0.159. Among all stages on the critical path, the largest delay is contributed by sky130_fd_sc_hd__or4_4.

The arrival time of the worst setup path is 7300 ps. The script reports the combined buffer and inverter count of the critical path as 4. The biggest cell delay along the critical path came out at 540 ps. For this sky-water flow run, the detailed-routed wirelength per cell is reported as approximately 16 µm. The via count of the first global-routing pass is about 1400.

The total number of yosys warnings is 1. The share of power burned in combinational logic is 1.000. The number of core rows is 25. The half-perimeter wire length of the detailed placement result came out at between 3000 and 4000 µm. The most common logic cells in the final layout are sky130_fd_sc_hd__ha_1 (19), sky130_fd_sc_hd__buf_4 (17), sky130_fd_sc_hd__inv_1 (16), sky130_fd_sc_hd__clkdlybuf4s50_1 (16), sky130_fd_sc_hd__nand2_1 (14). The critical path class is in -> out. Between the synthesized netlist and the finished layout, the area growth was recorded as 29.5%. Timing would allow up to 109 MHz. The minimum hold slack came out at 5120 ps.

The minimum period implied by the final worst setup slack is around 9200 ps. The final sum of negative setup slack is 0 ps. The report shows a maximum critical-path fanout of 5. The iteration count of the initial detailed-routing pass is 4. The library cell appearing most often on the critical path is sky130_fd_sc_hd__ha_1. The chip width came out at 89 µm. Fill cells in the final layout number approximately 460. The proportion of synthesized chip area in sequential cells came out at 0. The startpoint class of the critical path is an input port. The measured slew at the worst slew-check pin is 731 ps. The ratio of routed vias to standard cells is 5.74. The first global-routing pass estimated 6960 µm of wire. The initial core utilization is 0.292. Entering global routing, the biggest net connects 15 pins. The synthesized area per cell came out at between 7 and 8 µm². Switching power as a fraction of the total was reported as 0.489. The largest area contributor in the netlist is sky130_fd_sc_hd__ha_1. The final hold violation count recorded for this run is 0. The final worst setup slack is 303 ps. The starting DRC count in detailed routing came out at between 150 and 200. Total global-route track usage over all layers is 0.108. The count of clock buffers in the final design is 0. STA classifies the critical path endpoint as an output port. The power report puts the net switching power at between 0.06 and 0.07 mW. The pre-CTS worst setup slack came out at -44.5 ps. Per STA, the worst path is made up of clkdlybuf4s50_1 > inv_1 > ha_1 > o21ai_0 > nor2_1 > nor2_1 > ha_1 > o21a_1 > or4_4 > o31ai_2 > ha_1 > and4_1 > a21oi_2 > nor2b_1 > buf_4 > mux2_2 > ha_4 > a41o_1 > a21o_1 > a21oi_4 > mux2_4 > a21oi_2 > clkdlybuf4s50_1.

The aggregate global routing overflow came out at 0. The number of antenna violations at the first check in global routing is 0. In the Yosys stats the netlist draws on 53 distinct library cells. The setup-violating endpoint count in the final report is 0. The count of instantiated cells in the yosys netlist is 190. The core footprint came out at 4660 µm². Note that the worst hold path type here is in -> out. The required time of the worst setup path came out at ~7600 ps.
[stage by stage]
step	cell area, µm²	utilization	total power [mW]
floorplan	1360	-	0.0792
global placement	1660	0.356	0.118
detailed placement	1660	0.356	0.118
CTS	1670	0.357	0.120
global route	1760	0.378	0.149
finish	1760	0.378	0.134
[path summary, 6_finish.rpt]
check,start,end,slack [ps]
max,b[0],out[1],300
min,a[2],out[2],5120
[final cells by class]
class	instances	area (µm²)	share of cell area
multi-input cells	165	1350	0.764
inverters	16	60.1	0.0341
repair buffers	33	288	0.163
well taps	54	67.6	0.0384
[cell usage after synthesis, drive strengths merged, types with 3 or more instances]
cell type and instances:
a21o 5, nand2 14, xor2 3, nand2b 3
a21oi 15, o21ai 14, nor2 13, o41ai 3
ha 22, clkbuf 8, o22ai 3, nand4 3
fa 3, inv 16, mux2 3, a31oi 5
xnor2 3, or3 3, o21a 4, nand3 5
mux2i 5
[per-layer routing]
metal  track usage  routed length (µm)  vias up
met5             0                   0        -
met4       0.00145                  15        0
met3        0.0156                 370        2
met2         0.156                1740       59
met1         0.175                2090      702
li1              -                   -      774
[repair_timing]
action                     in CTS  in global routing
pin swaps                       0                  2
gates resized                   1                 11
setup endpoints to repair       1                  5
buffers inserted                0                  3
[cell families after synthesis]
logic type,Yosys count,share of synthesized area
AND/OR/NAND/NOR,55,0.209
multiplexers,9,0.0810
adder cells (fa/ha/maj),25,0.247
buffers and inverters,25,0.0699
other,1,0.00276
XOR/XNOR,6,0.0386
AND-OR/OR-AND,69,0.352
[power groups by stage]
stage                 clock network (mW)  registers [mW]  logic (mW)
after CTS                              0               0       0.120
after global routing                   0               0       0.149
final                                  0               0       0.134
No activity file was given, so power comes from the tool's default toggle rates.
